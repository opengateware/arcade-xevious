==> /design/flow/design.v <==
module synch_2 #(parameter WIDTH = 1) (
    input  wire [WIDTH-1:0] i,       
    output reg  [WIDTH-1:0] o,       
    input  wire             clk,     
    output wire             rise,    
    output wire             fall     
);
reg [WIDTH-1:0] stage_1;
reg [WIDTH-1:0] stage_2;
reg [WIDTH-1:0] stage_3;
assign rise = (WIDTH == 1) ? (o & ~stage_2) : 1'b0;
assign fall = (WIDTH == 1) ? (~o & stage_2) : 1'b0;
always @(posedge clk) 
   {stage_2, o, stage_1} <= {o, stage_1, i};
endmodule
module synch_3 #(parameter WIDTH = 1) (
   input  wire [WIDTH-1:0] i,      
   output reg  [WIDTH-1:0] o,      
   input  wire             clk,    
   output wire             rise,    
   output wire             fall     
);
reg [WIDTH-1:0] stage_1;
reg [WIDTH-1:0] stage_2;
reg [WIDTH-1:0] stage_3;
assign rise = (WIDTH == 1) ? (o & ~stage_3) : 1'b0;
assign fall = (WIDTH == 1) ? (~o & stage_3) : 1'b0;
always @(posedge clk) 
   {stage_3, o, stage_2, stage_1} <= {o, stage_2, stage_1, i};
endmodule
module bram_block_dp #(
   parameter DATA = 32,
   parameter ADDR = 7
) (
   input  wire            a_clk,
   input  wire            a_wr,
   input  wire [ADDR-1:0] a_addr,
   input  wire [DATA-1:0] a_din,
   output reg  [DATA-1:0] a_dout,
   input  wire            b_clk,
   input  wire            b_wr,
   input  wire [ADDR-1:0] b_addr,
   input  wire [DATA-1:0] b_din,
   output reg  [DATA-1:0] b_dout
);
reg [DATA-1:0] mem [(2**ADDR)-1:0];
always @(posedge a_clk) begin
   if(a_wr) begin
      a_dout <= a_din;
      mem[a_addr] <= a_din;
   end else
      a_dout <= mem[a_addr];
end
always @(posedge b_clk) begin
   if(b_wr) begin
      b_dout <= b_din;
      mem[b_addr] <= b_din;
   end else
      b_dout <= mem[b_addr];
end
endmodule
module bram_block_dp_nonstd #(
   parameter DATA = 32,
   parameter ADDR = 7,
   parameter DEPTH = 128
) (
   input  wire            a_clk,
   input  wire            a_wr,
   input  wire [ADDR-1:0] a_addr,
   input  wire [DATA-1:0] a_din,
   output reg  [DATA-1:0] a_dout,
   input  wire            b_clk,
   input  wire            b_wr,
   input  wire [ADDR-1:0] b_addr,
   input  wire [DATA-1:0] b_din,
   output reg  [DATA-1:0] b_dout
);
reg [DATA-1:0] mem [DEPTH-1:0];
always @(posedge a_clk) begin
   if(a_wr) begin
      a_dout <= a_din;
      mem[a_addr] <= a_din;
   end else
      a_dout <= mem[a_addr];
end
always @(posedge b_clk) begin
   if(b_wr) begin
      b_dout <= b_din;
      mem[b_addr] <= b_din;
   end else
      b_dout <= mem[b_addr];
end
endmodule
module io_bridge_peripheral (
input   wire            clk,
input   wire            reset_n,
input   wire            endian_little,
output  reg     [31:0]  pmp_addr,
output  reg             pmp_addr_valid,
output  reg             pmp_rd,
input   wire    [31:0]  pmp_rd_data,
output  reg             pmp_wr,
output  reg     [31:0]  pmp_wr_data,
inout   reg             phy_spimosi,
inout   reg             phy_spimiso,
inout   reg             phy_spiclk,
input   wire            phy_spiss
);
    wire reset_n_s;
synch_3 s00(reset_n, reset_n_s, clk);
    wire endian_little_s;
synch_3 s01(endian_little, endian_little_s, clk);
    wire phy_spiss_s, phy_spiss_r, phy_spiss_f;
synch_3 s02(phy_spiss, phy_spiss_s, clk, phy_spiss_r, phy_spiss_f);
    reg [4:0]   state;
    localparam  ST_RESET        = 'd0;
    localparam  ST_IDLE         = 'd1;
    localparam  ST_READ_0       = 'd2;
    localparam  ST_READ_1       = 'd3;
    localparam  ST_READ_2       = 'd4;
    localparam  ST_READ_3       = 'd5;
    localparam  ST_WRITE_0      = 'd6;
    localparam  ST_WRITE_1      = 'd7;
    localparam  ST_WRITE_2      = 'd8;
    localparam  ST_ADDR_0       = 'd9;
    reg [1:0]   addr_cnt;
    reg [1:0]   data_cnt;
    reg [6:0]   read_cnt;
    wire rx_byte_done_s, rx_byte_done_r;
synch_3 s03(rx_byte_done, rx_byte_done_s, clk, rx_byte_done_r);
    reg [4:0]   spis;
    localparam  ST_SIDLE        = 'd1;
    localparam  ST_SEND_N       = 'd6;
    localparam  ST_SEND_0       = 'd2;
    localparam  ST_SEND_1       = 'd3;
    localparam  ST_SEND_2       = 'd4;
    localparam  ST_SEND_3       = 'd5;
    reg         spis_tx;
    reg [31:0]  spis_word_tx;
    reg [31:0]  spis_word;
    reg [4:0]   spis_count;
    reg         spis_done;
    reg         rx_byte_done_r_1, rx_byte_done_r_2;
    reg [7:0]   rx_byte_1, rx_byte_2;
    reg [31:0]   pmp_wr_data_latch;
    reg [31:0]   pmp_rd_data_e;  
    reg [31:0]   pmp_rd_data_buf;  
always @(*) begin
    pmp_wr_data <= endian_little_s ? {  pmp_wr_data_latch[7:0],
                                        pmp_wr_data_latch[15:8],
                                        pmp_wr_data_latch[23:16],
                                        pmp_wr_data_latch[31:24]
                                    } : pmp_wr_data_latch;
    pmp_rd_data_e <= endian_little_s ? {pmp_rd_data[7:0],
                                        pmp_rd_data[15:8],
                                        pmp_rd_data[23:16],
                                        pmp_rd_data[31:24]
                                    } : pmp_rd_data;
end
always @(posedge clk) begin
    rx_byte_2 <= rx_byte_1;
    rx_byte_1 <= rx_byte;
    rx_byte_done_r_1 <= rx_byte_done_r;
    rx_byte_done_r_2 <= rx_byte_done_r_1;
    case(state)
    ST_RESET: begin
        addr_cnt <= 0;
        data_cnt <= 0;
        pmp_wr <= 0;
        pmp_rd <= 0;
        pmp_addr_valid <= 0;
        spis_tx <= 0;
        state <= ST_ADDR_0;
    end
    ST_ADDR_0: begin
        if(rx_byte_done_r_2) begin
            case(addr_cnt)
            0: pmp_addr[31:24] <= rx_byte_2;
            1: pmp_addr[23:16] <= rx_byte_2;
            2: pmp_addr[15: 8] <= rx_byte_2;
            3: begin
                pmp_addr[ 7: 0] <= {rx_byte_2[7:2], 2'b00};
                if( rx_byte_2[0] ) begin
					data_cnt <= 0;
                    state <= ST_WRITE_0;
                end else begin
                    data_cnt <= 0;
                    read_cnt <= 0;
                    state <= ST_READ_0;
                end
            end
            endcase
            addr_cnt <= addr_cnt + 1'b1;
        end
    end
    ST_WRITE_0: begin
        pmp_addr_valid <= 1;
        if(rx_byte_done_r_2) begin
            case(data_cnt)
            0: pmp_wr_data_latch[31:24] <= rx_byte_2;
            1: pmp_wr_data_latch[23:16] <= rx_byte_2;
            2: pmp_wr_data_latch[15: 8] <= rx_byte_2;
            3: begin
                pmp_wr_data_latch[ 7: 0] <= rx_byte_2;
                state <= ST_WRITE_1;
            end
            endcase
            data_cnt <= data_cnt + 1'b1;
        end
    end
    ST_WRITE_1: begin
        pmp_wr <= 1;
        state <= ST_WRITE_2;
    end
    ST_WRITE_2: begin
        pmp_wr <= 0;
    end
    ST_READ_0: begin
        pmp_addr_valid <= 1;
        read_cnt <= read_cnt + 1'b1;
        if(read_cnt == 4-1) begin
            spis_word_tx <= pmp_rd_data_e;
            spis_tx <= 1;
            state <= ST_READ_1;
        end
    end
    ST_READ_1: begin
        pmp_rd <= 1;
        state <= ST_READ_2;
    end
    ST_READ_2: begin
        pmp_rd <= 0;
        if(spis_done) begin
            spis_tx <= 0;
            state <= ST_READ_3;
        end
    end
    ST_READ_3: begin
    end
    endcase
    spis_done <= 0;
    case(spis)
    ST_SIDLE: begin
        spis_count <= 0;
        phy_spiclk <= 1'bZ;
        phy_spimosi <= 1'bZ;
        phy_spimiso <= 1'bZ;
        if(spis_tx) begin
            spis_word <= spis_word_tx;
            spis <= ST_SEND_N;
        end
    end
    ST_SEND_N: begin
        phy_spiclk <= 1'b1;
        phy_spimosi <= 1'b1;
        phy_spimiso <= 1'b1;
        spis <= ST_SEND_0;
    end
    ST_SEND_0: begin
        phy_spiclk <= 0;
        spis <= ST_SEND_1;
        phy_spimosi <= spis_word[31];
        phy_spimiso <= spis_word[30];
        spis_word <= {spis_word[29:0], 2'b00};
    end
    ST_SEND_1: begin
        phy_spiclk <= 1;
        spis <= ST_SEND_0;
        spis_count <= spis_count + 1'b1;
        if(spis_count == 15) spis <= ST_SEND_2;
    end
    ST_SEND_2: begin
        phy_spiclk <= 1'b1;
        phy_spimosi <= 1'b1;
        phy_spimiso <= 1'b1;
        spis <= ST_SEND_3;
        spis_done <= 1;
    end
    ST_SEND_3: begin
        spis <= ST_SIDLE;
    end
    endcase
    if(phy_spiss_s) begin
        state <= ST_RESET;
        spis <= ST_SIDLE;
    end
end
    reg [1:0]   rx_latch_idx;
    reg [7:0]   rx_dat;
    reg [7:0]   rx_byte;     
    reg         rx_byte_done;
always @(posedge phy_spiclk or posedge phy_spiss) begin
    if(phy_spiss) begin
        rx_byte_done <= 0;
        rx_latch_idx <= 0;
    end else begin
        rx_byte_done <= 0;
        case(rx_latch_idx)
        0: begin    rx_dat[7:6] <= {phy_spimosi, phy_spimiso}; rx_latch_idx <= 1;   end
        1: begin    rx_dat[5:4] <= {phy_spimosi, phy_spimiso}; rx_latch_idx <= 2;   end
        2: begin    rx_dat[3:2] <= {phy_spimosi, phy_spimiso}; rx_latch_idx <= 3;   end
        3: begin
            rx_byte <= {rx_dat[7:2], phy_spimosi, phy_spimiso};
            rx_latch_idx <= 0;
            rx_byte_done <= 1;
        end
        endcase
    end
end
endmodule
==> /design/flow/run.sh <==
#!/bin/bash
# OpenROAD 26Q1-2900-gdf79404cd8, Yosys 0.63+post, stock flow scripts
make -C /OpenROAD-flow-scripts/flow DESIGN_CONFIG=/design/flow/config.mk WORK_HOME=/design/flow/orfs finish
==> /design/flow/config.mk <==
export PLATFORM = sky130hd
export DESIGN_NAME = io_bridge_peripheral
export DESIGN_NICKNAME = io_bridge_peripheral
export VERILOG_FILES = /design/flow/design.v
export SDC_FILE = /design/flow/constraint.sdc
export NUM_CORES = 4
export LEC_CHECK = 1
export CORE_UTILIZATION = 50
==> /design/flow/constraint.sdc <==
current_design io_bridge_peripheral

set clk_period 3.7
set clk_io_pct 0.2

create_clock -name clk0 -period $clk_period [get_ports {clk}]
create_clock -name clk1 -period $clk_period [get_ports {phy_spiclk}]

set non_clock_inputs [all_inputs -no_clocks]
set_input_delay [expr $clk_period * $clk_io_pct] -clock clk0 $non_clock_inputs
set_output_delay [expr $clk_period * $clk_io_pct] -clock clk0 [all_outputs]
==> impl_metrics.env <==
# flow metrics
export IMPL_postCtsSetupBuffers=0
export IMPL_die_height_um=127
export IMPL_proportion_of_synthesized_flip_flops_having_asynchronous_set_or_reset_pct=2.37
export IMPL_syn_instance_count=443
export IMPL_detailedPlacementHpwl_mm=7.82
export IMPL_yosysUniqueCellTypes=35
export IMPL_detailedPlace_worstSlack_ns=1.31
export IMPL_failing_step="clock tree synthesis (4_1_cts)"
export IMPL_commonest_flop="sky130_fd_sc_hd__edfxtp_1"
export IMPL_synth_warning_count=5
export IMPL_synth_avg_cell_area_um2=17.6
export IMPL_yosys_cells=443
export IMPL_count_of_buffers_inserted_at_the_top_level_ports=99
export IMPL_place_area_um2=8960
export IMPL_error_line="[error] [KeplerFormal.cpp:679] Workflow failed: Iso has multiple drivers: .phy_spiclk0, phy_spiclk$_DFFE_PP_.Q0"
export IMPL_die_width_um=127
export IMPL_floorplan_rows=45
export IMPL_cts_repair_resize_count=0
export IMPL_design_portCount=106
export IMPL_netlist_area_um2=7800
export IMPL_ys_seq_elements=211
export IMPL_initial_core_util_pct=51.3
export IMPL_routabilityCongestion=0.767
export IMPL_edf_count=163
export IMPL_cts_sinks=211
export IMPL_synth_chip_area_um2=7800
export IMPL_synth_sequential_area_ratio_pct=75.4
export IMPL_hold_buffers=0
export IMPL_status="aborted with a tool error"
[metrics by stage]
step	hold slack (ns)	cells	utilization [%]
global placement	0.310	718	59.0
floorplan	0.310	444	-
detailed placement	0.312	718	59.0
[cell families after synthesis]
group | synth area share (%)
AND/OR/NAND/NOR | 5.68
AND-OR/OR-AND | 0.882
XOR/XNOR | 0.562
multiplexers | 13.8
flip-flops | 75.4
adder cells (fa/ha/maj) | 1.77
other | 0.0481
buffers and inverters | 1.78
[synth_stat cells (3+ instances only)]
master,number,area [µm²]
sky130_fd_sc_hd__edfxtp_1,163,4890
sky130_fd_sc_hd__mux2_2,95,1070
sky130_fd_sc_hd__dfxtp_1,43,861
sky130_fd_sc_hd__nor2_1,20,75.1
sky130_fd_sc_hd__nor2b_1,14,87.6
sky130_fd_sc_hd__ha_1,11,138
sky130_fd_sc_hd__nand2_1,10,37.5
sky130_fd_sc_hd__and3_1,9,56.3
sky130_fd_sc_hd__inv_1,9,33.8
sky130_fd_sc_hd__buf_4,8,60.1
sky130_fd_sc_hd__and2_1,6,37.5
sky130_fd_sc_hd__buf_2,6,30.0
sky130_fd_sc_hd__o21ai_0,5,25.0
sky130_fd_sc_hd__or3_1,5,31.3
sky130_fd_sc_hd__dfrtp_1,4,100
sky130_fd_sc_hd__nand3_1,4,20.0
sky130_fd_sc_hd__a21oi_1,3,15.0
sky130_fd_sc_hd__clkbuf_1,3,11.3
sky130_fd_sc_hd__nand2b_1,3,18.8
sky130_fd_sc_hd__xor2_1,3,26.3
