`./design.v`:
```
module synch_2 #(parameter WIDTH = 1) (
    input  wire [WIDTH-1:0] i,       
    output reg  [WIDTH-1:0] o,       
    input  wire             clk,     
    output wire             rise,    
    output wire             fall     
);
reg [WIDTH-1:0] stage_1;
reg [WIDTH-1:0] stage_2;
reg [WIDTH-1:0] stage_3;
assign rise = (WIDTH == 1) ? (o & ~stage_2) : 1'b0;
assign fall = (WIDTH == 1) ? (~o & stage_2) : 1'b0;
always @(posedge clk) 
   {stage_2, o, stage_1} <= {o, stage_1, i};
endmodule
module synch_3 #(parameter WIDTH = 1) (
   input  wire [WIDTH-1:0] i,      
   output reg  [WIDTH-1:0] o,      
   input  wire             clk,    
   output wire             rise,    
   output wire             fall     
);
reg [WIDTH-1:0] stage_1;
reg [WIDTH-1:0] stage_2;
reg [WIDTH-1:0] stage_3;
assign rise = (WIDTH == 1) ? (o & ~stage_3) : 1'b0;
assign fall = (WIDTH == 1) ? (~o & stage_3) : 1'b0;
always @(posedge clk) 
   {stage_3, o, stage_2, stage_1} <= {o, stage_2, stage_1, i};
endmodule
module bram_block_dp #(
   parameter DATA = 32,
   parameter ADDR = 7
) (
   input  wire            a_clk,
   input  wire            a_wr,
   input  wire [ADDR-1:0] a_addr,
   input  wire [DATA-1:0] a_din,
   output reg  [DATA-1:0] a_dout,
   input  wire            b_clk,
   input  wire            b_wr,
   input  wire [ADDR-1:0] b_addr,
   input  wire [DATA-1:0] b_din,
   output reg  [DATA-1:0] b_dout
);
reg [DATA-1:0] mem [(2**ADDR)-1:0];
always @(posedge a_clk) begin
   if(a_wr) begin
      a_dout <= a_din;
      mem[a_addr] <= a_din;
   end else
      a_dout <= mem[a_addr];
end
always @(posedge b_clk) begin
   if(b_wr) begin
      b_dout <= b_din;
      mem[b_addr] <= b_din;
   end else
      b_dout <= mem[b_addr];
end
endmodule
module bram_block_dp_nonstd #(
   parameter DATA = 32,
   parameter ADDR = 7,
   parameter DEPTH = 128
) (
   input  wire            a_clk,
   input  wire            a_wr,
   input  wire [ADDR-1:0] a_addr,
   input  wire [DATA-1:0] a_din,
   output reg  [DATA-1:0] a_dout,
   input  wire            b_clk,
   input  wire            b_wr,
   input  wire [ADDR-1:0] b_addr,
   input  wire [DATA-1:0] b_din,
   output reg  [DATA-1:0] b_dout
);
reg [DATA-1:0] mem [DEPTH-1:0];
always @(posedge a_clk) begin
   if(a_wr) begin
      a_dout <= a_din;
      mem[a_addr] <= a_din;
   end else
      a_dout <= mem[a_addr];
end
always @(posedge b_clk) begin
   if(b_wr) begin
      b_dout <= b_din;
      mem[b_addr] <= b_din;
   end else
      b_dout <= mem[b_addr];
end
endmodule
module io_pad_controller (
input   wire            clk,
input   wire            reset_n,
inout   reg             pad_1wire,
output  reg     [15:0]  cont1_key,
output  reg     [15:0]  cont2_key,
output  reg     [15:0]  cont3_key,
output  reg     [15:0]  cont4_key,
output  reg     [31:0]  cont1_joy,
output  reg     [31:0]  cont2_joy,
output  reg     [31:0]  cont3_joy,
output  reg     [31:0]  cont4_joy,
output  reg     [15:0]  cont1_trig,
output  reg     [15:0]  cont2_trig,
output  reg     [15:0]  cont3_trig,
output  reg     [15:0]  cont4_trig,
output  reg             rx_timed_out
);
    wire        reset_n_s;
synch_3 s00(reset_n, reset_n_s, clk);
    wire        pad_1wire_s, pad_1wire_r, pad_1wire_f;
synch_3 s01(pad_1wire, pad_1wire_s, clk, pad_1wire_r, pad_1wire_f);
    reg [20:0]  rx_timeout;  
    reg [15:0]  auto_poll_cnt;  
    reg         auto_poll_queue;
    reg [18:0]  heartbeat_cnt;  
    reg         heartbeat_queue;
    localparam  ST_RESET        = 'd0;
    localparam  ST_IDLE         = 'd1;
    localparam  ST_RX_BUTTON_1  = 'd2;
    localparam  ST_RX_BUTTON_2  = 'd3;
    localparam  ST_TX_SCALER    = 'd4;
    localparam  ST_END_TX       = 'd5;
    reg [3:0]   state;
    reg [3:0]   cnt;
always @(posedge clk) begin
    tx_word_start <= 0;
    auto_poll_cnt <= auto_poll_cnt + 1'b1;
    heartbeat_cnt <= heartbeat_cnt + 1'b1;
    rx_timeout <= rx_timeout + 1'b1;
    case(state)
    ST_RESET: begin
        reset_tr_n <= 0;
        rx_timed_out <= 0;
        if(&rx_timeout[19:0]) begin
            state <= ST_IDLE;
        end
    end
    ST_IDLE: begin
        reset_tr_n <= 1;
        rx_timeout <= 0;
        cnt <= 0;
        if(auto_poll_queue) begin
            auto_poll_queue <= 0;
            tx_word_start <= 1;
            tx_word <= 32'h4A10000C;
            state <= ST_RX_BUTTON_1;
        end else if(heartbeat_queue) begin
            heartbeat_queue <= 0;
            tx_word_start <= 1;
            tx_word <= 32'h4AFE0000;
            state <= ST_END_TX;
        end 
    end
    ST_RX_BUTTON_1: begin
        if(tx_word_done) begin
            state <= ST_RX_BUTTON_2;
        end 
    end
    ST_RX_BUTTON_2: begin
        if(rx_word_done) begin
            cnt <= cnt + 1'b1;
            case(cnt)
            0: cont1_key <= rx_word;
            1: cont1_joy <= rx_word;
            2: cont1_trig <= rx_word;
            3: cont2_key <= rx_word;
            4: cont2_joy <= rx_word;
            5: cont2_trig <= rx_word;
            6: cont3_key <= rx_word;
            7: cont3_joy <= rx_word;
            8: cont3_trig <= rx_word;
            9: cont4_key <= rx_word;
            10: cont4_joy <= rx_word;
            11: begin
                cont4_trig <= rx_word;
                state <= ST_IDLE;   
            end
            endcase
        end 
    end
    ST_END_TX: begin
        if(tx_word_done) begin
            state <= ST_IDLE;   
        end
    end
    endcase
    if(&auto_poll_cnt) begin
        auto_poll_queue <= 1;
    end
    if(&heartbeat_cnt) begin
        heartbeat_queue <= 1;
    end
    if(&rx_timeout) begin
        rx_timed_out <= 1;
        rx_timeout <= 0;
        state <= ST_RESET;
    end
    if(~reset_n_s) begin
        state <= ST_RESET;
    end
end
    reg         reset_tr_n;
    localparam  BITLEN = 60;
    reg         rx_word_done;
    reg [31:0]  rx_word_shift;
    reg [31:0]  rx_word;
    reg         tx_word_start, tx_word_start_1;
    reg         tx_word_done;
    reg [31:0]  tx_word;
    reg [31:0]  tx_word_shift;
    reg [7:0]   tr_cnt;
    reg [5:0]   tr_bit;
    localparam  TR_IDLE         = 'd1;
    localparam  TR_TX_START     = 'd2;
    localparam  TR_TX_CONTINUE  = 'd3;
    localparam  TR_TX_DONE      = 'd4;
    localparam  TR_RX_START     = 'd5;
    localparam  TR_RX_WAITEDGE  = 'd6;
    localparam  TR_RX_DONE      = 'd7;
    reg [3:0]   tr_state;
always @(posedge clk) begin
    rx_word_done <= 0;
    tx_word_done <= 0;
    tx_word_start_1 <= tx_word_start;
    case(tr_state)
    TR_IDLE: begin
        tr_bit <= 0;
        tr_cnt <= 0;
        pad_1wire <= 1'bZ;
        if(tx_word_start & ~tx_word_start_1) begin
            tx_word_shift <= tx_word;
            tr_state <= TR_TX_START;
        end
        if(pad_1wire_f) begin
            tr_state <= TR_RX_START;
        end
    end
    TR_TX_START: begin
        tr_cnt <= tr_cnt + 1'b1;
        if(&tr_cnt) begin
            pad_1wire <= 1'b1;
            tr_state <= TR_TX_CONTINUE;
        end
    end
    TR_TX_CONTINUE: begin
        tr_cnt <= tr_cnt + 1'b1;
        case(tr_cnt)
        0: begin
            pad_1wire <= 1'b0;
        end
        (BITLEN/3): begin
            pad_1wire <= tx_word_shift[31];
        end
        (BITLEN*2/3): begin
            pad_1wire <= 1'b1;
        end
        (BITLEN-1): begin
            tr_cnt <= 0;
            tx_word_shift <= {tx_word_shift[30:0], 1'b1};
            tr_bit <= tr_bit + 1'b1;
            if(tr_bit == 31) begin
                tr_state <= TR_TX_DONE;
            end
        end
        endcase
    end
    TR_TX_DONE: begin
        tx_word_done <= 1;
        tr_state <= TR_IDLE;
    end
    TR_RX_START: begin
        tr_cnt <= tr_cnt + 1'b1;
        case(tr_cnt)
        (BITLEN/2-4): begin 
            rx_word_shift <= {rx_word_shift[30:0], pad_1wire_s};
        end
        (BITLEN*5/6): begin 
            tr_cnt <= 0;
            tr_state <= TR_RX_WAITEDGE;
            tr_bit <= tr_bit + 1'b1;
            if(tr_bit == 31) begin
                tr_state <= TR_RX_DONE;
            end
        end
        endcase
    end
    TR_RX_WAITEDGE: begin
        if(pad_1wire_f) begin
            tr_state <= TR_RX_START;
        end
    end
    TR_RX_DONE: begin
        rx_word <= rx_word_shift;
        rx_word_done <= 1;
        tr_state <= TR_IDLE;
    end
    default: begin
        tr_state <= TR_IDLE;
    end
    endcase
    if(~reset_n_s | ~reset_tr_n) tr_state <= TR_IDLE;
end
endmodule
```
`./config.mk`:
```
export PLATFORM = sky130hd
export DESIGN_NAME = io_pad_controller
export DESIGN_NICKNAME = io_pad_controller
export VERILOG_FILES = /design/flow/design.v
export SDC_FILE = /design/flow/constraint.sdc
export NUM_CORES = 4
export LEC_CHECK = 1
export CORE_UTILIZATION = 40
```
`./constraint.sdc`:
```
current_design io_pad_controller

set clk_period 8.6
set clk_io_pct 0.2

create_clock -name clk0 -period $clk_period [get_ports {clk}]

set non_clock_inputs [all_inputs -no_clocks]
set_input_delay [expr $clk_period * $clk_io_pct] -clock clk0 $non_clock_inputs
set_output_delay [expr $clk_period * $clk_io_pct] -clock clk0 [all_outputs]
```
`./run.sh`:
```
#!/bin/bash
# OpenROAD 26Q1-2900-gdf79404cd8, Yosys 0.63+post, stock flow scripts
make -C /OpenROAD-flow-scripts/flow DESIGN_CONFIG=/design/flow/config.mk WORK_HOME=/design/flow/orfs finish
```
==> results.txt <==
fresh numbers from the pnr run: cells after synthesis roughly 830, count of tool warnings 32, WP buf/inv 1, fp_density 0.4052, worst hold start s01.stage_2, clk slew on worst S/H paths about 0.06 ns, largest net degree at the start of global routing 38, placeable core region between 30000 and 40000 µm², share of post-route cells with drive strength above 1 0.09620, Chip Area, Yosys about 15000 µm², minimum clock period approximately 3.2 ns, Adder-Cell Fraction of Synth Area 0.009039, Die Y between 150 and 200 µm, Final period util 0.3721, Complex Gates by Area 0.02498, maxcap violations 0, CTS Buffer Depth 3, Resized cells post-CTS 0, Seq share, synth 0.8454, Tot Pwr approximately 0.0043 W, Tot GR Track Use 0.1795, Avg Vias per Cell 4.703, ys flop type edfxtp_1, Async SR Flop Fraction 0, Mux area share 0, worst r2r src tr_cnt[2], slowest cell on the critical path clkdlybuf4s50_1, Critical Path Source cont4_key[5], Data required, critical path about 6.9 ns, placed instance area 18540 µm², H-tree depth 2, Data arrival, critical path 1.48 ns, worst-path fanout max 1, initial antenna violation count 1, Worst-Margin Slew about 0.64 ns, met2 wire length roughly 14 mm, number of fill cells slightly below 3000, GPL Wtd Cong between 0.8 and 0.9, outcome finished, final reports clean, wl on met1 between 10 and 15 mm, WL final about 32 mm, yosys simple share 0.08020, DRT Pass-1 Iters 4, first-pass GRT wire length between 40 and 50 mm, Worst-Skew Late Latency around 0.57 ns, die area roughly 39000 µm², Flops after synth 456, Dominant combinational family simple AND/OR/NAND/NOR gates, XOR Share, Synth 0.03164, Peak Freq around 310 MHz, RSZ-0062 raised after global routing false, CTS sink cnt between 400 and 500, Layout area overhead 31.65%, Cell Chain, Critical Path clkdlybuf4s50_1, final worst slack 5.400 ns, reg-to-reg slack, setup around 6.5 ns, total negative slack 0 ns, met3 routed WL ~4.0 mm, cell area after layout 20040 µm², post-CTS setup buffer count 0, synth warn 3, crit start category flip-flop, Worst Setup EP cont4_key[5], Leakage approximately 6.6 nW, Setup WS pre-CTS 5.974 ns, # IOs 260, CP Class reg2out, Placement Rows a little over 70, Antenna diodes 0, reg2reg end tx_word_shift[5], Post-Syn Area between 15000 and 20000 µm², Slew Limit Fails 0, Hold Path Class reg2reg, Hold Buf Count CTS 0, Die X 197.1 µm, DP HPWL slightly below 20 mm, number of global-route vias before repair between 7000 and 8000, GRT Residual Overflow 0, final hold viol count 0, EDFF count, synth between 300 and 400, CTS tree done, CP Depth 1, Peak VDD IR about 0.17 mV, synth unique cells around 57, number of CTS-inserted buffers 47, vias around 8000, Crit path max-delay family buffers and inverters, Top Layer Used met4, DRC 0, Setup Viol. Count Final 0, Post-DRT Antenna Nets 0, ys cells around 830, Pwr per Cell Area approximately 220 nW/µm², drt wl/cell approximately 19 µm, critical path's largest stage delay ~0.53 ns, Clock Skew between 0.02 and 0.03 ns, IO Port Bufs about 260, R2R depth 4, root buf cell clkbuf_16, Setup crit end kind output port, Slew HR 0.5761, initial DRC count 375, Mean Syn Cell Area about 18 µm²
-- layout make-up --
cell class	instances	area [µm²]	share of cell area
clock inverter	30	280.3	0.01398
sequential	456	12870	0.6423
tap	511	639.4	0.03190
clock buffer	57	1224	0.06105
timing repair buffer	274	2703	0.1348
multi-input combinational	346	2242	0.1119
inverter	22	82.58	0.004120
-- cell families after synthesis --
logic type	after synthesis
XOR/XNOR	55
adder cells (fa/ha/maj)	11
AND-OR/OR-AND	55
AND/OR/NAND/NOR	225
flip-flops	456
buffers and inverters	32
-- synth_stat cells, types with 2 or more instances --
library cell	count	share of area
a211oi_1	2	0.00099
a21boi_0	2	0.00099
a21oi_1	17	0.0056
a22oi_1	2	0.00099
a32oi_1	2	0.0012
a41o_1	2	0.0013
and2_1	32	0.013
and3_1	3	0.0012
and3_2	2	0.00099
and4_1	4	0.0023
clkbuf_1	7	0.0017
dfxtp_1	82	0.11
edfxtp_1	374	0.74
ha_1	11	0.0090
inv_1	21	0.0052
nand2_1	45	0.011
nand2b_1	11	0.0045
nand3_1	25	0.0082
nand4_1	14	0.0058
nand4_2	2	0.0016
nor2_1	43	0.011
nor2b_1	4	0.0016
nor3_1	15	0.0049
nor3b_1	2	0.00099
nor4_1	5	0.0021
nor4_2	2	0.0016
o21ai_0	13	0.0043
o31ai_1	4	0.0020
or3_1	4	0.0016
or4_1	2	0.00099
xnor2_1	32	0.018
xor2_1	23	0.013
-- routing by layer --
layer	up-vias	track usage
li1	3759	-
met5	-	0.001277
met1	3756	0.2655
met3	48	0.1002
met4	0	0.03187
met2	414	0.2552
-- state kept, by name (all words and copies together), names as in the netlist, 5 cells and up --
register and flops:
cont1_joy 32, cont2_joy 32, cont3_joy 32, cont4_joy 32
rx_word 32, rx_word_shift 32, tx_word_shift 32, rx_timeout 21
heartbeat_cnt 19, auto_poll_cnt 16, cont1_key 16, cont1_trig 16
cont2_key 16, cont2_trig 16, cont3_key 16, cont3_trig 16
cont4_key 16, cont4_trig 16, tr_cnt 8, tr_state 7
tr_bit 6, state 5
-- layout by cell type (no fill, tap or decap), types with 4 or more instances in the layout --
cell type / netlist / layout
and2_2: 0 / 4
nand4_1: 14 / 14
clkinv_2: 0 / 12
buf_4: 1 / 16
nand2b_1: 11 / 11
clkinvlp_4: 0 / 4
a21oi_1: 17 / 17
nor2_1: 43 / 41
nand3_1: 25 / 25
ha_1: 11 / 11
and2_1: 32 / 28
clkbuf_1: 7 / 9
and4_1: 4 / 4
o31ai_1: 4 / 4
bufinv_16: 0 / 4
nor4_1: 5 / 4
xor2_1: 23 / 23
nor3_1: 15 / 14
nand2_1: 45 / 45
clkinv_1: 1 / 7
nor2b_1: 4 / 4
clkdlybuf4s50_1: 0 / 258
o21ai_0: 13 / 13
edfxtp_1: 374 / 374
clkbuf_16: 0 / 47
inv_1: 21 / 21
or3_1: 4 / 4
dfxtp_1: 82 / 81
xnor2_1: 32 / 32
-- where the power goes --
group | internal [W] | switching (W)
clock network | 0.00114 | 0.000819
logic | 0.000000941 | 0.000000769
registers | 0.00236 | 0.000000624
total | 0.00350 | 0.000820
-- worst min path at each step --
stage	end	depth (start not counted)
finish	s01.o	0
CTS	s01.o	0
global route	s01.o	0
-- stage by stage --
| step | instances | util | hold slack [ns] |
|---|---|---|---|
| after global routing | 1696 | 0.5334 | 0.3294 |
| after global placement | 1609 | 0.4934 | 0.3095 |
| after detailed placement | 1609 | 0.4934 | 0.3121 |
| final | 1696 | 0.5334 | 0.3227 |
| after floorplan | 834 | - | 0.3096 |
| after CTS | 1696 | 0.5334 | 0.3235 |
Power and IR drop assume default switching activity.
