[flow/config.mk]
export PLATFORM = sky130hd
export DESIGN_NAME = pocket_i2s
export DESIGN_NICKNAME = pocket_i2s
export VERILOG_FILES = /design/flow/design.v
export SDC_FILE = /design/flow/constraint.sdc
export NUM_CORES = 4
export LEC_CHECK = 1
export CORE_UTILIZATION = 40
[flow/design.v]
module pocket_i2s
    (
        input                  iCLK_74,
        input       [BITS-1:0] AUDIO_L,
        input       [BITS-1:0] AUDIO_R,
        output wire            I2S_MCLK,
        output wire            I2S_DAC,
        output wire            I2S_LRCK
    );
    parameter BITS = 16;
    parameter STEREO = 0;
    parameter SIGNED = 0;
    localparam [20:0] CYCLE_48KHZ = 21'd122880 * 2;
    wire [BITS-1:0] audio_left = ~SIGNED ? AUDIO_L : {~AUDIO_L[BITS-1],AUDIO_L[BITS-2:0]};
    wire [BITS-1:0] audio_right = STEREO ? ~SIGNED ? AUDIO_R : {~AUDIO_R[BITS-1],AUDIO_R[BITS-2:0]} : audio_left;
    assign I2S_MCLK = audio_mclk;
    assign I2S_DAC  = audio_dac;
    assign I2S_LRCK = audio_lrck;
    reg [21:0] audio_accum;
    reg        audio_mclk;
    always @(posedge iCLK_74) begin
        audio_accum <= audio_accum + CYCLE_48KHZ;
        if(audio_accum >= 21'd742500) begin
            audio_mclk <= ~audio_mclk;
            audio_accum <= audio_accum - 21'd742500 + CYCLE_48KHZ;
        end
    end
    reg [1:0]   aud_mclk_divider;
    wire        audio_sclk = aud_mclk_divider[1]  ;
    reg         audio_lrck_1;
    always @(posedge audio_mclk) begin
        aud_mclk_divider <= aud_mclk_divider + 1'b1;
    end
    wire [31:0] audio_sampledata_s;
    synch_3 #(.WIDTH(32)) sync_snd({audio_left, audio_right} ,audio_sampledata_s, audio_sclk);
    reg  [31:0] audio_sampshift;
    reg  [4:0]  audio_lrck_cnt;
    reg         audio_lrck;
    reg         audio_dac;
    reg         audio_nextsamp;
    always @(negedge audio_sclk) begin
        audio_nextsamp <= 0;
        audio_dac <= audio_sampshift[31];
        audio_lrck_cnt <= audio_lrck_cnt + 1'b1;
        if (audio_lrck_cnt == 31) begin
            audio_lrck <= ~audio_lrck;
            if (~audio_lrck) begin
                audio_sampshift <= audio_sampledata_s;
            end
        end
        else if (audio_lrck_cnt < 16) begin
            audio_sampshift <= {audio_sampshift[30:0], 1'b0};
        end
    end
endmodule
module synch_2 #(parameter WIDTH = 1) (
    input  wire [WIDTH-1:0] i,       
    output reg  [WIDTH-1:0] o,       
    input  wire             clk,     
    output wire             rise,    
    output wire             fall     
);
reg [WIDTH-1:0] stage_1;
reg [WIDTH-1:0] stage_2;
reg [WIDTH-1:0] stage_3;
assign rise = (WIDTH == 1) ? (o & ~stage_2) : 1'b0;
assign fall = (WIDTH == 1) ? (~o & stage_2) : 1'b0;
always @(posedge clk) 
   {stage_2, o, stage_1} <= {o, stage_1, i};
endmodule
module synch_3 #(parameter WIDTH = 1) (
   input  wire [WIDTH-1:0] i,      
   output reg  [WIDTH-1:0] o,      
   input  wire             clk,    
   output wire             rise,    
   output wire             fall     
);
reg [WIDTH-1:0] stage_1;
reg [WIDTH-1:0] stage_2;
reg [WIDTH-1:0] stage_3;
assign rise = (WIDTH == 1) ? (o & ~stage_3) : 1'b0;
assign fall = (WIDTH == 1) ? (~o & stage_3) : 1'b0;
always @(posedge clk) 
   {stage_3, o, stage_2, stage_1} <= {o, stage_2, stage_1, i};
endmodule
module bram_block_dp #(
   parameter DATA = 32,
   parameter ADDR = 7
) (
   input  wire            a_clk,
   input  wire            a_wr,
   input  wire [ADDR-1:0] a_addr,
   input  wire [DATA-1:0] a_din,
   output reg  [DATA-1:0] a_dout,
   input  wire            b_clk,
   input  wire            b_wr,
   input  wire [ADDR-1:0] b_addr,
   input  wire [DATA-1:0] b_din,
   output reg  [DATA-1:0] b_dout
);
reg [DATA-1:0] mem [(2**ADDR)-1:0];
always @(posedge a_clk) begin
   if(a_wr) begin
      a_dout <= a_din;
      mem[a_addr] <= a_din;
   end else
      a_dout <= mem[a_addr];
end
always @(posedge b_clk) begin
   if(b_wr) begin
      b_dout <= b_din;
      mem[b_addr] <= b_din;
   end else
      b_dout <= mem[b_addr];
end
endmodule
module bram_block_dp_nonstd #(
   parameter DATA = 32,
   parameter ADDR = 7,
   parameter DEPTH = 128
) (
   input  wire            a_clk,
   input  wire            a_wr,
   input  wire [ADDR-1:0] a_addr,
   input  wire [DATA-1:0] a_din,
   output reg  [DATA-1:0] a_dout,
   input  wire            b_clk,
   input  wire            b_wr,
   input  wire [ADDR-1:0] b_addr,
   input  wire [DATA-1:0] b_din,
   output reg  [DATA-1:0] b_dout
);
reg [DATA-1:0] mem [DEPTH-1:0];
always @(posedge a_clk) begin
   if(a_wr) begin
      a_dout <= a_din;
      mem[a_addr] <= a_din;
   end else
      a_dout <= mem[a_addr];
end
always @(posedge b_clk) begin
   if(b_wr) begin
      b_dout <= b_din;
      mem[b_addr] <= b_din;
   end else
      b_dout <= mem[b_addr];
end
endmodule
[flow/constraint.sdc]
current_design pocket_i2s

set clk_period 5.6
set clk_io_pct 0.2

create_clock -name clk0 -period $clk_period [get_ports {iCLK_74}]

set non_clock_inputs [all_inputs -no_clocks]
set_input_delay [expr $clk_period * $clk_io_pct] -clock clk0 $non_clock_inputs
set_output_delay [expr $clk_period * $clk_io_pct] -clock clk0 [all_outputs]
[flow/run.sh]
#!/bin/bash
# OpenROAD 26Q1-2900-gdf79404cd8, Yosys 0.63+post, stock flow scripts
make -C /OpenROAD-flow-scripts/flow DESIGN_CONFIG=/design/flow/config.mk WORK_HOME=/design/flow/orfs finish
==> flow_summary_export.csv <==
group,metric,value,unit
clock_network,cts_inserted_buffers,3,
yosys,synth_top_area_share,36.9,%
setup_path,cp_common_cell,"inv_1",
setup_path,cp_max_fo,18,
setup_path,arrival,2.42,ns
floorplan,io_pins,36,
setup_path,slowest_delay,0.67,ns
yosys,synth_warnings,2,
setup_path,rr_worst_depth,7,
final_timing,hold_viol,0,
yosys,ys_seq_share,71.1,%
floorplan,die_area,0.00976,mm^2
place,place_inst,419,
routing,num_antenna_cells,0,
place,port_buffers,19,
yosys,ys_cells,297,
yosys,synthFlopType,"dfxtp_1",
final_timing,untimed_endpoints,124,
routing,drtIter0Drc,79,
floorplan,rows,34,
floorplan,fp_util,42.1,%
global_route,antenna_found_initial,0,
clock_network,clk_pin_slew_worst_paths,0.07,ns
routing,wire_per_inst,11.0,um
yosys,edf_count,46,
setup_path,startpoint,"audio_accum[2]",
final_timing,post-route-period-util,45.0,%
finish,drive_gt1_share,6.03,%
clock_network,cts_tree,"built",
place,gp_congestion,0.796,
power_and_ir_drop,peakVddDrop,0.000116,V
finish,mostFrequentLayoutCells,"dfxtp_1 (64), edfxtp_1 (46), inv_1 (40)",
global_route,grtUsageTotal,10.6,%
global_route,overflow,0,
run,maxCapViolations,0,
clock_network,cts_hold_buf,0,
yosys,async_flop_share,0,%
global_route,grt_max_degree,38,
hold_path,hp-class,"register to register",
run,log.warning_count,44,
clock_network,ctsHtreeMaxLevel,1,
finish,syn_to_final_growth,10.0,%
clock_network,clock_path_buffers,2,
final_timing,tns,0,ns
place,placed_cell_area,0.00408,mm^2
setup_path,crit_chain,"inv_1, ha_1, nand2b_4, nand3_2, a31oi_4, o31ai_4, inv_1",
yosys,ys_area,0.00375,mm^2
final_timing,setup_slack,3.08,ns
global_route,first_global_vias,1846,
final_timing,setup_viol,0,
place,dp_hpwl,3340,um
clock_network,cts_root_buffer,"clkbuf_8",
run_status,status,"completed",
setup_path,reg2reg_slack,3.08,ns
floorplan,core_area,0.00889,mm^2
setup_path,critical_path_required,5.50,ns
routing,wirelength,4640,um
finish,instances_no_fill,423,
yosys,ys.flops,110,
hold_path,whs_path_depth,1,
routing,vias,1952,
routing,final_antenna_net_count,0,
routing,drt-pass1-iter-count,4,
yosys,synth.avg_cell_area,12.6,um^2
finish,finish.utilization,46.4,%
setup_path,crit_path_end_kind,"register",
finish,final_layout_top_logic_cell,"dfxtp_1",
routing,vias_per_cell,4.61,
yosys,synth_area_leader_cell,"edfxtp_1",
hold_path,hold_start,"audio_accum[21]",
final_timing,finClkSkew,0.00148,ns
setup_path,r2r_start,"audio_accum[2]",
routing,drcViolationCount,0,
global_route,busiest_layer,"met1",
floorplan,die_y,98.8,um
yosys,netlist_area,0.00375,mm^2
clock_network,cts_setup_buffers,0,
yosys,topCellsByArea,"edfxtp_1 (37%), dfxtp_1 (34%), o21ai_0 (4.7%)",
power_and_ir_drop,leakage,0.00160,uW
final_timing,tightest_slew,0.785,ns
final_timing,fmax,397,MHz
final_timing,finalCriticalPeriod,2.52,ns
global_route,globalRouteMet1Util,18.1,%
final_timing,slew_viol_final,0,
hold_path,hold_end,"audio_accum[21]",
global_route,grt_pass1_wl,8010,um
setup_path,timing.rr.end,"audio_accum[12]",
global_route,grt_util_met2,16.1,%
power_and_ir_drop,p_per_area,65.7,mW/mm^2
yosys,syn_inst,297,
floorplan,die-width,98.8,um
final_timing,max_slew_margin,47.7,%
setup_path,slowest_stage,"o31ai_4",
global_route,grtUsageMet3,1.88,%
yosys,ys_types,44,
final_timing,rsz0062_at_grt,"no",
finish,final_area,0.00412,mm^2
place,place_ws,3.04,ns
final_timing,unclocked_pins,89,
setup_path,path_class,"register to register",
clock_network,clock_latency,0.25,ns
setup_path,cp-start-kind,"register",
clock_network,cts_resized,0,
==> cells in the mapped netlist, types with 2 or more instances <==
master / n
nand2_1: 26
buf_2: 2
a21oi_1: 4
o31a_1: 2
nor2_1: 13
edfxtp_1: 46
inv_1: 40
nand3_1: 3
xor2_1: 6
ha_1: 7
xnor2_1: 8
nor2b_1: 3
mux2_2: 2
mux2i_1: 2
clkbuf_1: 6
o21ai_0: 35
dfxtp_1: 64
nor3_1: 2
==> cell type report <==
class / count / area (um^2)
clock buffer: 4 / 45.0
fill: 774 / 4770
inverter: 40 / 150
multi-input combinational: 138 / 910
sequential: 110 / 2660
tap: 108 / 135
timing repair buffer: 23 / 220
==> power by group <==
group | internal [uW] | total, uW | leakage [uW] | switching, uW
Sequential | 163 | 163 | 0.000889 | 0
Combinational | 9.58 | 10.9 | 0.000689 | 1.33
Clock | 50.6 | 97.0 | 0.0000228 | 46.5
Total | 223 | 271 | 0.00160 | 47.8
==> layer usage <==
metal  up-vias  wire length, um  part of all wire (%)
met4         0               23                  0.50
met5         -                0                     0
met1       906             2370                    51
met3         2              110                   2.4
li1       1024                -                     -
met2        20             2140                    46
==> state kept, by name, summed over array words and instances, names as in the netlist <==
register	cells
audio_lrck	1
audio_lrck_cnt	5
sync_snd.stage_2	16
sync_snd.o	16
aud_mclk_divider	2
audio_mclk	1
audio_dac	1
sync_snd.stage_1	16
audio_sampshift	32
audio_accum	20
==> kinds of logic after synthesis <==
| group | count (synthesis) | share of synthesized area, % |
|---|---|---|
| XOR/XNOR | 14 | 3.27 |
| AND/OR/NAND/NOR | 57 | 7.11 |
| buffers and inverters | 49 | 5.01 |
| multiplexers | 4 | 1.14 |
| AND-OR/OR-AND | 56 | 10.1 |
| adder cells (fa/ha/maj) | 7 | 2.34 |
| flip-flops | 110 | 71.1 |
==> worst max-delay path by stage <==
stage,endpoint,cells past startpoint
global route,audio_accum[10],7
CTS,audio_accum[9],7
finish,audio_accum[12],7
==> worst max-delay path: cells and delay by family (launching register included) <==
kind	cells	cell delay [ns]
compound gates	2	0.80
fa+ha+maj	1	0.20
buf+inv	2	0.54
flops	1	0.44
simple gates	2	0.18
==> stage by stage <==
step | total power, uW | hold slack, ns
finish | 271 | 0.465
global route | 280 | 0.471
CTS | 277 | 0.470
detailed placement | 177 | 0.459
global placement | 177 | 0.454
floorplan | 166 | 0.444
No activity file was given, so power comes from the tool's default toggle rates.
